==> design.v <==
`timescale 1ns / 1ps
module WB(
    input [31:0] Instr_W_in,
    input [31:0] ALUout_W_in,
    input [31:0] PC4_W_in,
    input [31:0] PC8_W_in,
    input [4:0] A3_W_in,
    output RegWrite_W,
    output [31:0] PC4_W_out,
    output [31:0] WD_W,
    output [4:0] A3_W,
	 output eret_w
    );
	assign PC4_W_out = PC4_W_in;
	assign A3_W = A3_W_in;
	assign WD_W = ALUout_W_in;
	wire [2:0] MemToReg;
	ctrl controller_WB (.Instr(Instr_W_in), .RegWrite(RegWrite_W), .eret(eret_w));
endmodule
`timescale 1ns / 1ps
module ctrl(
    input [31:0] Instr,
    output [2:0] RegDst,
    output [2:0] NPCop,
    output [2:0] MemToReg,
    output RegWrite,
    output MemWrite,
    output [2:0] ALUSrc,
    output [1:0] Extop,
    output [3:0] ALUop,
	 output Jump,			 
	 output [2:0] extop_2,
	 output [2:0] EXout_sel,
	 output [2:0] tnew,
	 output [2:0] tuse_rs,
	 output [2:0] tuse_rt,
	 output [4:0] rsnum,
	 output [4:0] rtnum,
	 output M_in_D,
	 output unknown,
	 output start,
	 output need_stall,
	 output cp0write,
	 output eret,
	 output mtc0
    );
	wire [5:0] opcode, Func;
	wire [4:0] rs, rt, rd;
	assign opcode = Instr[31:26];
	assign Func = Instr[5:0];
	assign rs = Instr[25:21];
	assign rt = Instr[20:16];
	assign rd = Instr[15:11];
	wire J, JAL, JR, JALR,
		  BEQ, BNE, BLEZ, BGTZ, BLTZ, BGEZ,
		  LB, LH, LW, LBU, LHU,
		  SB, SH, SW,
		  ADDI, ADDIU, SLTI, SLTIU, ANDI, ORI, XORI, LUI, 
		  ADD, ADDU, SUB, SUBU, AND, OR, XOR, NOR,
		  SLL, SRL, SRA, SLLV, SRLV, SRAV, SLT, SLTU,
		  MFHI, MTHI, MFLO, MTLO, MULT, MULTU, DIV, DIVU,
		  ERET, MTC0, MFC0;
	assign J = (opcode == 6'd2);
	assign JAL = (opcode == 6'd3);
	assign JR = ((opcode == 6'd0)&&(Func == 6'd8));
	assign JALR = ((opcode == 6'd0)&&(Func == 6'd9));
	assign BEQ = (opcode == 6'd4);
	assign BNE = (opcode == 6'd5);
	assign BLEZ = (opcode == 6'd6);
	assign BGTZ = (opcode == 6'd7);
	assign BLTZ = ((opcode == 6'd1)&&(rt == 5'd0));
	assign BGEZ = ((opcode == 6'd1)&&(rt == 5'd1));
	assign ADDI = (opcode == 6'd8);
	assign ADDIU = (opcode == 6'd9);
	assign SLTI = (opcode == 6'd10);
	assign SLTIU = (opcode == 6'd11);
	assign ANDI = (opcode == 6'd12);
	assign ORI = (opcode == 6'd13);
	assign XORI = (opcode == 6'd14);
	assign LUI = (opcode == 6'd15);
	assign SLL = ((opcode == 6'd0)&&(Func == 6'd0));
	assign SRL = ((opcode == 6'd0)&&(Func == 6'd2));
	assign SRA = ((opcode == 6'd0)&&(Func == 6'd3));
	assign SLLV = ((opcode == 6'd0)&&(Func == 6'd4));
	assign SRLV = ((opcode == 6'd0)&&(Func == 6'd6));
	assign SRAV = ((opcode == 6'd0)&&(Func == 6'd7));
	assign MFHI = ((opcode == 6'd0)&&(Func == 6'd16));
	assign MTHI = ((opcode == 6'd0)&&(Func == 6'd17));
	assign MFLO = ((opcode == 6'd0)&&(Func == 6'd18));
	assign MTLO = ((opcode == 6'd0)&&(Func == 6'd19));
	assign MULT = ((opcode == 6'd0)&&(Func == 6'd24));
	assign MULTU = ((opcode == 6'd0)&&(Func == 6'd25));
	assign DIV = ((opcode == 6'd0)&&(Func == 6'd26));
	assign DIVU = ((opcode == 6'd0)&&(Func == 6'd27));
	assign ADD = ((opcode == 6'd0)&&(Func == 6'd32));
	assign ADDU = ((opcode == 6'd0)&&(Func == 6'd33));
	assign SUB = ((opcode == 6'd0)&&(Func == 6'd34));
	assign SUBU = ((opcode == 6'd0)&&(Func == 6'd35));
	assign AND = ((opcode == 6'd0)&&(Func == 6'd36));
	assign OR = ((opcode == 6'd0)&&(Func == 6'd37));
	assign XOR = ((opcode == 6'd0)&&(Func == 6'd38));
	assign NOR = ((opcode == 6'd0)&&(Func == 6'd39));
	assign SLT = ((opcode == 6'd0)&&(Func == 6'd42));
	assign SLTU = ((opcode == 6'd0)&&(Func == 6'd43));
	assign LB = (opcode == 6'd32);
	assign LH = (opcode == 6'd33);
	assign LW = (opcode == 6'd35);
	assign LBU = (opcode == 6'd36);
	assign LHU = (opcode == 6'd37);
	assign SB = (opcode == 6'd40);
	assign SH = (opcode == 6'd41);
	assign SW = (opcode == 6'd43);
	assign ERET = ((opcode == 6'b010000)&&(Func == 6'b011000));
	assign MTC0 = ((opcode == 6'b010000)&&(rs == 5'b00100));
	assign MFC0 = ((opcode == 6'b 010000)&&(rs == 5'b00000));
	assign RegDst = (ADDU||SUBU||ADD||SUB||SLT||SLTU||AND||OR||XOR||NOR||SLL||SRL||SRA||SLLV||SRLV||SRAV||
						  JR||SW||SH||SB||BEQ||BNE||BLEZ||BGTZ||BLTZ||BGEZ||J||JALR||
						  MULT||MULTU||DIV||DIVU||MFHI||MFLO||MTHI||MTLO||ERET||MTC0) ? 3'b000 :
						 (ORI||ADDI||ADDIU||ANDI||SLTI||SLTIU||XORI||LUI||LW||LB||LBU||LH||LHU||MFC0) ? 3'b001 :
						 (JAL) ? 3'b010 :
						 3'b000;
	assign NPCop = (ADDU||SUBU||ADD||SUB||SLT||SLTU||AND||OR||XOR||NOR||SLL||SRL||SRA||SLLV||SRLV||SRAV||
						 ORI||ADDI||SLTI||SLTIU||ADDIU||ANDI||XORI||LW||LB||LBU||LH||LHU||SW||SH||SB||LUI||
						 MULT||MULTU||DIV||DIVU||MFHI||MFLO||MTHI||MTLO||ERET||MTC0||MFC0) ? 3'b000 :
						(BEQ||BNE||BLEZ||BGTZ||BLTZ||BGEZ) ? 3'b001 :  
						(JAL) ? 3'b010 :
						(JR||JALR) ? 3'b011 :
						(J) ? 3'b100 :
						3'b000;
	assign MemToReg = (ADDU||SUBU||ADD||SUB||SLT||SLTU||AND||OR||XOR||NOR||SLL||SRL||SRA||SLLV||SRLV||SRAV||
							 JR||ORI||ADDI||ADDIU||ANDI||SLTI||SLTIU||XORI||SW||SH||SB||
							 MULT||MULTU||DIV||DIVU||MFHI||MFLO||MTHI||MTLO||
							 BEQ||BNE||BLEZ||BGTZ||BLTZ||BGEZ||LUI||JAL||J||JALR||ERET||MTC0) ? 3'b000 :
							(LW||LB||LBU||LH||LHU) ? 3'b001 : 
							(MFC0) ? 3'b011 :
							3'b000;
	assign RegWrite = (ADDU||SUBU||ADD||SUB||SLT||SLTU||AND||OR||XOR||NOR||SLL||SRL||SRA||SLLV||SRLV||SRAV||
							 ORI||ADDI||ADDIU||ANDI||SLTI||SLTIU||XORI||LW||LB||LBU||LH||LHU||LUI||JAL||JALR||
							 MFHI||MFLO||MFC0) ? 1'b1 :
							(JR||SW||SH||SB||BEQ||BNE||BLEZ||BGTZ||BLTZ||BGEZ||J||MULT||MULTU||DIV||DIVU||MTHI||MTLO||
							ERET||MTC0) ? 1'b0 : 
							1'b0;
	assign MemWrite = (ADDU||SUBU||ADD||SUB||SLT||SLTU||AND||OR||XOR||NOR||SLL||SRL||SRA||SLLV||SRLV||SRAV||
							 ORI||ADDI||ADDIU||ANDI||SLTI||SLTIU||XORI||MULT||MULTU||DIV||DIVU||MFHI||MFLO||MTHI||MTLO||
							 LW||LB||LBU||LH||LHU||LUI||JAL||JR||BEQ||BNE||BLEZ||BGTZ||BLTZ||BGEZ||J||JALR||
							 ERET||MTC0||MFC0) ? 1'b0 :
							(SW||SH||SB) ? 1'b1 :
							1'b0;
	assign ALUSrc = (ADDU||SUBU||ADD||SUB||SLT||SLTU||AND||OR||XOR||NOR||SLL||SRL||SRA||SLLV||SRLV||SRAV||JR||
						  BEQ||BNE||BLEZ||BGTZ||BLTZ||BGEZ||JAL||J||JALR||
						  MULT||MULTU||DIV||DIVU||MFHI||MFLO||MTHI||MTLO||ERET||MTC0||MFC0) ? 3'b000 : 
						 (ORI||ADDI||ADDIU||ANDI||SLTI||SLTIU||XORI||LW||LB||LBU||LH||LHU||SW||SH||SB||LUI) ? 3'b001 :
						 3'b000;
	assign Extop = (ADDU||SUBU||ADD||SUB||SLT||SLTU||AND||OR||XOR||NOR||SLL||SRL||SRA||SLLV||SRLV||SRAV||
						 JR||ORI||ANDI||XORI||JAL||J||JALR||MULT||MULTU||DIV||DIVU||MFHI||MFLO||MTHI||MTLO||
						 ERET||MTC0||MFC0) ? 2'b00 : 
						(ADDI||ADDIU||SLTI||SLTIU||LW||LB||LBU||LH||LHU||SW||SH||SB||
						 BEQ||BNE||BLEZ||BGTZ||BLTZ||BGEZ) ? 2'b01 :
						(LUI) ? 2'b10 :
						2'b00;
	assign ALUop = (ADDU||ADD||ADDI||ADDIU||JR||LW||LB||LBU||LH||LHU||SW||SH||SB||BEQ||BNE||BLEZ||BGTZ||BLTZ||BGEZ||
						 LUI||JAL||J||JALR||MULT||MULTU||DIV||DIVU||MFHI||MFLO||MTHI||MTLO||ERET||MTC0||MFC0) ? 4'b0000 :
						(SUBU||SUB) ? 4'b0001 :
						(ORI||OR) ? 4'b0010 :
						(AND||ANDI) ? 4'b0011 :
						(XOR||XORI) ? 4'b0100 :
						(NOR) ? 4'b0101 :
						(SLL) ? 4'b0110 :
						(SRL) ? 4'b0111 :
						(SRA) ? 4'b1000 :
						(SLLV) ? 4'b1001 :
						(SRLV) ? 4'b1010 :
						(SRAV) ? 4'b1011 :
						(SLTI||SLT) ? 4'b1100 :
						(SLTIU||SLTU) ? 4'b1101 :
						4'b0000;
	assign Jump = (ADDU||SUBU||ADD||SUB||SLT||SLTU||AND||OR||XOR||NOR||SLL||SRL||SRA||SLLV||SRLV||SRAV||
						ORI||ADDI||ADDIU||ANDI||SLTI||SLTIU||XORI||LUI||MULT||MULTU||DIV||DIVU||MFHI||MFLO||MTHI||MTLO||
						LW||LB||LBU||LH||LHU||SW||SH||SB||BEQ||BNE||BLEZ||BGTZ||BLTZ||BGEZ||ERET||MTC0||MFC0) ? 1'b0 : 
					  (JR||JAL||J||JALR) ? 1'b1 :
					  1'b0;
	assign extop_2 = (ADDU||SUBU||ADD||SUB||SLT||SLTU||AND||OR||XOR||NOR||SLL||SRL||SRA||SLLV||SRLV||SRAV||JR||
							ORI||ADDI||ADDIU||ANDI||SLTI||SLTIU||XORI||LW||SW||SH||SB||
							MULT||MULTU||DIV||DIVU||MFHI||MFLO||MTHI||MTLO||
							BEQ||BNE||BLEZ||BGTZ||BLTZ||BGEZ||LUI||JAL||J||JALR||ERET||MTC0||MFC0) ? 3'b000 :
						  (LB) ? 3'b001 :
						  (LBU) ? 3'b010 :
						  (LH) ? 3'b011 :
						  (LHU) ? 3'b100 :
						  3'b000;
	assign EXout_sel = (ADDU||SUBU||ADD||SUB||SLT||SLTU||AND||OR||XOR||NOR||SLL||SRL||SRA||SLLV||SRLV||SRAV||JR||
							  ORI||ADDI||ADDIU||ANDI||SLTI||SLTIU||XORI||LW||LB||LBU||LH||LHU||SW||SH||SB||
							  BEQ||BNE||BLEZ||BGTZ||BLTZ||BGEZ||LUI||J||MULT||MULTU||DIV||DIVU||MTHI||MTLO||
							  ERET||MTC0||MFC0) ? 3'b000 : 
							 (JAL||JALR) ? 3'b001 : 
							 (MFHI) ? 3'b010 :
							 (MFLO) ? 3'b011 :
							 3'b000;
	assign tnew = (JR||SW||SH||SB||BEQ||BNE||BLEZ||BGTZ||BLTZ||BGEZ||JAL||J||JALR||ERET||MTC0) ? 3'd0 : 
					  (ADDU||SUBU||ADD||SUB||SLT||SLTU||AND||OR||XOR||NOR||SLL||SRL||SRA||SLLV||SRLV||SRAV||
						ORI||ADDI||ADDIU||ANDI||SLTI||SLTIU||XORI||LUI||
						MULT||MULTU||DIV||DIVU||MFHI||MFLO||MTHI||MTLO) ? 3'd1 :
					  (LW||LB||LBU||LH||LHU||MFC0) ? 3'd2 : 
					  3'd0;
	assign tuse_rs = (JR||BEQ||BNE||BLEZ||BGTZ||BLTZ||BGEZ||JAL||J||JALR||ERET||MTC0||MFC0) ? 3'd0 :
						  (ADDU||SUBU||ADD||SUB||SLT||SLTU||AND||OR||XOR||NOR||SLL||SRL||SRA||SLLV||SRLV||SRAV||
						   ORI||ADDI||ADDIU||ANDI||SLTI||SLTIU||XORI||LW||LB||LBU||LH||LHU||SW||SH||SB||LUI||
							MULT||MULTU||DIV||DIVU||MFHI||MFLO||MTHI||MTLO) ? 3'd1 :
						  3'd0;
	assign tuse_rt = (JR||ORI||ADDI||ADDIU||ANDI||SLTI||SLTIU||XORI||LW||LB||LBU||LH||LHU||BEQ||
							BNE||BLEZ||BGTZ||BLTZ||BGEZ||LUI||JAL||J||JALR||ERET||MFC0) ? 3'd0 :
						  (ADDU||SUBU||ADD||SUB||SLT||SLTU||AND||OR||XOR||NOR||SLL||SRL||SRA||SLLV||SRLV||SRAV||
						   MULT||MULTU||DIV||DIVU||MFHI||MFLO||MTHI||MTLO) ? 3'd1 :
						  (SW||SH||SB||MTC0) ? 3'd2 : 
						  3'd0;
	assign rsnum = (ADDU||SUBU||ADD||SUB||SLT||SLTU||AND||OR||XOR||NOR||SLL||SRL||SRA||SLLV||SRLV||SRAV||JR||JALR||
						 ORI||ADDI||ADDIU||ANDI||SLTI||SLTIU||XORI||LUI||MULT||MULTU||DIV||DIVU||MFHI||MFLO||MTHI||MTLO||
						 LW||LB||LBU||LH||LHU||SW||SH||SB||BEQ||BNE||BLEZ||BGTZ||BLTZ||BGEZ) ? rs :
						(JAL||J||ERET||MTC0||MFC0) ? 5'b0 :
						5'b0;
	assign rtnum = (ADDU||SUBU||ADD||SUB||SLT||SLTU||AND||OR||XOR||NOR||SLL||SRL||SRA||SLLV||SRLV||SRAV||
						 SW||SH||SB||BEQ||BNE||BLEZ||BGTZ||MULT||MULTU||DIV||DIVU||MFHI||MFLO||MTHI||MTLO||MTC0) ? rt : 
						(BLTZ||BGEZ||ORI||ADDI||ADDIU||ANDI||SLTI||SLTIU||XORI||LW||LB||LBU||LH||LHU||LUI||
						 JAL||J||JR||JALR||ERET||MFC0) ? 5'b0 : 
						5'b0;
	assign M_in_D = (MFHI||MTHI||MFLO||MTLO||MULT||MULTU||DIV||DIVU) ? 1'b1 :
						 1'b0;
	assign start = (MULT||MULTU||DIV||DIVU||MTHI||MTLO) ? 1'b1 :
						1'b0;
	assign need_stall = (MULT||MULTU||DIV||DIVU) ? 1'b1 :
							1'b0;
	assign unknown = ~(ADDU||SUBU||ADD||SUB||SLT||SLTU||AND||OR||XOR||NOR||SLL||SRL||SRA||SLLV||SRLV||SRAV||
						  JR||SW||SH||SB||BEQ||BNE||BLEZ||BGTZ||BLTZ||BGEZ||J||JALR||JAL||
						  MULT||MULTU||DIV||DIVU||MFHI||MFLO||MTHI||MTLO||
						  ORI||ADDI||ADDIU||ANDI||SLTI||SLTIU||XORI||LUI||LW||LB||LBU||LH||LHU||
						  ERET||MTC0||MFC0); 
	assign cp0write = (MTC0 === 1'b1) ? 1'b1 : 
							1'b0;
	assign eret = (ERET === 1'b1) ? 1'b1 : 1'b0;
	assign mtc0 = (MTC0 === 1'b1) ? 1'b1 : 1'b0;
endmodule
==> run.sh <==
#!/bin/bash
# OpenROAD 26Q1-2900-gdf79404cd8, Yosys 0.63+post, stock flow scripts
make -C /OpenROAD-flow-scripts/flow DESIGN_CONFIG=/design/flow/config.mk WORK_HOME=/design/flow/orfs finish
==> config.mk <==
export PLATFORM = sky130hd
export DESIGN_NAME = WB
export DESIGN_NICKNAME = WB
export VERILOG_FILES = /design/flow/design.v
export SDC_FILE = /design/flow/constraint.sdc
export NUM_CORES = 4
export LEC_CHECK = 1
export CORE_AREA = 10 10 87 87
export DIE_AREA = 0 0 97 97
==> constraint.sdc <==
current_design WB

set clk_period 3.2
set clk_io_pct 0.2

create_clock -name clk0 -period $clk_period

set non_clock_inputs [all_inputs -no_clocks]
set_input_delay [expr $clk_period * $clk_io_pct] -clock clk0 $non_clock_inputs
set_output_delay [expr $clk_period * $clk_io_pct] -clock clk0 [all_outputs]
==> Changelog: implementation <==
### Changed

* Outcome: complete, no violations
* Antenna cells at 0
* Resize count post-CTS at 0
* Worst slack, placed at roughly 0.17 ns
* Initial DRC count at 6
* Avg Cell Area, Syn at 7.410 um2
* Height of the die at 97 um
* Crit path max-delay family: buffers and inverters
* Mapped Cells at ~90
* P per Cell Area at 87.33 nW/um2
* Lkg Pwr at 0.0001110 uW
* Tool Warnings at 79
* # IOs at 204
* Synth area leader: buf_4
* CP Buf/Inv Count at 2
* Area grow syn2layout at -35.65%
* Slew Limit Fails at 0
* Post-DRT Antenna Nets at 0
* Kind of end point of the critical path: primary output
* Ys cells at 90
* Crit-path max FO at 1
* Via Count at 320
* First-pass GRT wire length at ~1800 um
* Post-synth seq share at 0
* Total core area at 5642 um2
* Vias per cell at 2.857
* Cts hold-fix bufs at 0
* Yosys Chip Area at roughly 670 um2
* Synth Cell Area at around 670 um2
* DR WL/cell at 12.17 um
* Fmax at ~330 MHz
* Congestion Overflow GR at 0
* Share of cells above drive strength 1 at 0.07500
* Clock buffer count at 0
* Max_slew headroom at 0.7431
* Number of synthesis warnings at 0
* Startpoint types: primary input
* Postcts setup bufs at 0
* Post-route DRC at 0
* FP Core Util at 0.1182
* Fill count at 664
* Unique cell types at 17
* Final hold violations at 0
* Final setup viols at 0
* DRT Pass-1 Iters at 4
* Unrepaired setup endpoints after global routing: false
* Post-route minimum period at roughly 3.0 ns
* Port bufs at 19
* Number of max-cap violations at 0
* Slew @ Worst Pin at between 0.3 and 0.4 ns
* Total negative setup slack at 0 ns
* Synth area leaders: buf_4 78%, nand3b_1 2.3%, a211oi_2 1.9%
* CP max stage cell: clkdlybuf4s50_1
* CP cell instances: clkdlybuf4s50_1 -> nor4_1 -> nand3b_1 -> o22a_2 -> o31ai_2 -> clkdlybuf4s50_1
* Die Wd at around 97 um
* Cycle use final at 0.9399
* Vias in the first global route at 336
* Hold Slack at between 1 and 1.5 ns
* Final worst setup slack at between 0.15 and 0.2 ns
* DIE AREA at 9409 um2
* Area leader share at 0.7767
* CP required at 2.56 ns
* Final Wtd Congestion at ~0.74
* Top cell excl fill/tap: clkdlybuf4s50_1
* Worst endpoint data arrival time at 2.37 ns
* CP Class: in2out
* Largest net degree at the start of global routing at 5
* Most common cell on crit path: clkdlybuf4s50_1
* Sequential cell area at 0 um2
* Initial antenna violation count at 0
* Drt total wl at 1363 um
* Worst Hold Class: in2out
* Worst path max stage delay at roughly 0.5 ns
* Total track usage at 0.02441
* Core Rows at 27
* Registers at 0
* Max VDD drop at 0.00002419 V
-- worst paths after layout --
path,startpoint,endpoint,cells past startpoint
setup / recovery,Instr_W_in[21],RegWrite_W,6
hold / removal,A3_W_in[2],A3_W[2],0
-- cell type report --
| cell class | count | area [um2] | share of cell area |
|---|---|---|---|
| repair buffers | 19 | 190.2 | 0.4431 |
| multi-input cells | 21 | 148.9 | 0.3469 |
| well taps | 72 | 90.09 | 0.2099 |
-- stage by stage --
step | cells | util | total power, uW | cell area [um2]
floorplan | 90 | - | 61.04 | 666.9
global placement | 112 | 0.07607 | 37.88 | 429.2
detailed placement | 112 | 0.07607 | 37.95 | 429.2
CTS | 112 | 0.07607 | 38.05 | 429.2
global route | 112 | 0.07607 | 40.73 | 429.2
finish | 112 | 0.07607 | 37.48 | 429.2
-- cells in the mapped netlist --
master     n
nand3b_1   2
o22ai_1    1
and4bb_1   1
nor2_1     2
nor3_1     1
nand2b_1   1
nand4b_1   1
o22a_2     1
nor2b_1    2
or2_1      1
a211oi_2   1
nor4_1     2
a21boi_0   1
o31ai_2    1
nand2_1    1
buf_4     69
o21ai_1    2
-- where the power goes --
group          internal (uW)  leakage (uW)  total, uW  switching, uW
logic                   26.1      0.000111       37.5           11.4
registers                  0             0          0              0
clock network              0             0          0              0
total                   26.1      0.000111       37.5           11.4
-- metal layers --
metal	wire length [um]	global-route usage
met5	0	0
met4	223	0.04284
met1	475	0.02479
met3	305	0.01862
met2	359	0.02198
-- cell families (layout without fill, tap and decap cells) --
logic type | after synthesis | in the layout | synth area share
compound gates | 7 | 7 | 0.08819
buf+inv | 69 | 19 | 0.7767
simple gates | 14 | 14 | 0.1351
Power is estimated from default activity; no workload was simulated.
