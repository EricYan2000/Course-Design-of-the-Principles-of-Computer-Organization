`/design/flow/config.mk`:
```
export PLATFORM = sky130hd
export DESIGN_NAME = TC
export DESIGN_NICKNAME = TC
export VERILOG_FILES = /design/flow/design.v
export SDC_FILE = /design/flow/constraint.sdc
export NUM_CORES = 4
export LEC_CHECK = 1
export CORE_UTILIZATION = 50
```
`/design/flow/design.v`:
```
`timescale 1ns / 1ps
module TC(
    input clk,
    input reset,
    input [31:0] Addr,
    input WE,
    input [31:0] Din,
    output [31:0] Dout,
    output IRQ
    );
	reg [1:0] state;
	reg [31:0] mem [2:0];
	reg _IRQ;
	assign IRQ = mem[0][3] & _IRQ;
	assign Dout = mem[Addr[3:2]];
	wire [31:0] load = Addr[3:2] == 0 ? {28'h0, Din[3:0]} : Din;
	integer i;
	always @(posedge clk) begin
		if(reset) begin
			state <= 0; 
			for(i = 0; i < 3; i = i+1) mem[i] <= 0;
			_IRQ <= 0;
		end
		else if(WE) begin
			mem[Addr[3:2]] <= load;
		end
		else begin
			case(state)
				2'b00 : if(mem[0][0]) begin
					state <= 2'b01;
					_IRQ <= 1'b0;
				end
				2'b01 : begin
					mem[2] <= mem[1];
					state <= 2'b10;
				end
				2'b10  : 
					if(mem[0][0]) begin
						if(mem[2] > 1) mem[2] <= mem[2]-1;
						else begin
							mem[2] <= 0;
							state <= 2'b11;
							_IRQ <= 1'b1;
						end
					end
					else state <= 2'b00;
				default : begin
					if(mem[0][2:1] == 2'b00) mem[0][0] <= 1'b0;
					else _IRQ <= 1'b0;
					state <= 2'b00;
				end
			endcase
		end
	end
endmodule
```
`/design/flow/constraint.sdc`:
```
current_design TC

set clk_period 5.9
set clk_io_pct 0.2

create_clock -name clk0 -period $clk_period [get_ports {clk}]

set non_clock_inputs [all_inputs -no_clocks]
set_input_delay [expr $clk_period * $clk_io_pct] -clock clk0 $non_clock_inputs
set_output_delay [expr $clk_period * $clk_io_pct] -clock clk0 [all_outputs]
```
`/design/flow/run.sh`:
```
#!/bin/bash
# OpenROAD 26Q1-2900-gdf79404cd8, Yosys 0.63+post, stock flow scripts
make -C /OpenROAD-flow-scripts/flow DESIGN_CONFIG=/design/flow/config.mk WORK_HOME=/design/flow/orfs finish
```
==> deck_impl_summary.md <==
Flow Results at a Glance

Drt
  – Iteration-0 DRC count of the detailed router: 304
  – Routed WL per cell: 21.6 um
  – Antenna viol nets, final: 0
  – Total number of vias: 5001
  – Total antenna diodes in the routed design: 0
  – Total wire length after detailed routing: 18100 um
  – Final routed DRC violation total: 0
  – Ratio of routed vias to standard cells: 5.98
  – First-pass DRT Iterations: 5

Logic synthesis
  – Adders+Majority by Area: 0.368%
  – Yosys aoi share: 6.02%
  – XOR/XNOR Area Share: 3.48%
  – Top cell area share: 56.6%
  – Average instance area after synthesis: 12.3 um2
  – Distinct cell type count after synthesis: 54
  – Async set-reset flop share out of synthesis: 0%
  – Number of synthesized register bits: 133
  – Synth Warn #: 1
  – Post-synth top cells: 128 x sky130_fd_sc_hd__edfxtp_1, 81 x sky130_fd_sc_hd__nor2_1, 43 x sky130_fd_sc_hd__nand2_1, 32 x sky130_fd_sc_hd__mux4_2, 31 x sky130_fd_sc_hd__clkbuf_1
  – Cell Area, Synth: 6800 um2
  – Simple-gate portion of the synthesized area: 18.7%
  – Cell type with the largest total area: sky130_fd_sc_hd__edfxtp_1
  – Portion of the post-synthesis area used by sequential elements: 58.0%
  – Chip area line of the yosys report: 6800 um2
  – Most common cell in the synthesized netlist: sky130_fd_sc_hd__edfxtp_1
  – Yosys cell count: 552
  – Main flop type after synthesis: sky130_fd_sc_hd__edfxtp_1
  – Number of enable flip-flop cells: 128
  – Number of instances in the synthesized netlist: 552
  – Biggest combinational cell group after synthesis: simple AND/OR/NAND/NOR gates
  – Main area contributors: sky130_fd_sc_hd__edfxtp_1 57%, sky130_fd_sc_hd__mux4_2 11%, sky130_fd_sc_hd__nor2_1 4.5%
  – Multiplexer share of the synthesized area: 10.8%

Clock tree
  – Bufs on Longest Clock Path: 2
  – Clock tree sinks: 133
  – Total CTS buffers: 17
  – Post-CTS Repair Setup Buffers: 0
  – Cell at the root of the clock tree: sky130_fd_sc_hd__clkbuf_16
  – Count of hold-fix buffers inserted at cts: 0
  – Quantity of gates resized following cts: 0
  – TritonCTS clock tree: yes
  – Count of H-tree levels built during CTS: 4
  – Clock latency on the worst-skew pair: 410 ps
  – Clock transition time at the flip-flop clock pins of the worst setup and hold paths: 50 ps

Layout
  – Non-filler instance count after layout: 836
  – Final std cell area, no fill: 8310 um2
  – Fraction of final layout cells sized beyond drive strength 1: 14.2%
  – Layout-stage area growth over the synthesis result: 22.3%

Global routing
  – GRT Resource Usage Total: 29.7%
  – Antenna violations before repair: 0
  – Largest net degree at the start of global routing: 34
  – Vias in the first global route: 5198
  – First-pass GRT wire length: 28400 um
  – Overflow left after global routing: 0

Critical path
  – Worst-path cell with the longest stage delay: sky130_fd_sc_hd__mux4_2
  – Critical path cell sequence: buf_2 -> buf_4 -> mux4_2 -> clkdlybuf4s50_1
  – Critical Path Source Type: input port
  – Number of cell instances on the worst register-to-register path: 6
  – Instance count on the critical path: 4
  – Crit path buf inv count: 3
  – Worst Setup End Kind: output port
  – Largest stage delay on the critical path: 600 ps
  – CP endpoint: Dout[26]
  – Critical path class: input port to output port
  – Family with the most delay on the worst path: buffers and inverters
  – Worst reg2reg setup slack: 3030 ps
  – Arrival time of data at the critical path endpoint: 3280 ps
  – Destination of the worst register-to-register timing path: mem[2][22]
  – Required time at the worst-slack endpoint: 4720 ps
  – Worst Path Max Fanout: 20
  – Worst setup path start: Addr[2]
  – Source of the worst register-to-register timing path: mem[2][5]

STA
  – Final period demand of the worst path: 4460 ps
  – Actual slew at the worst max-slew pin: 872 ps
  – Normalized max-slew margin: 41.4%
  – Fin Clk Skew: 6.71 ps
  – Setup Total Neg Slack: 0 ps
  – Count of final hold-check violations: 0
  – Count of endpoints failing setup in the final report: 0
  – Final-report max-slew violation count: 0
  – Setup repair after global routing missed its margin: false
  – Tcrit/Tclk final: 75.6%
  – Timing-limited maximum frequency: 224 MHz

Worst hold path
  – Worst min-delay path category: flip-flop to flip-flop

Floorplanning
  – Chip height: 119 um
  – Share of the core filled by cells before placement: 51.3%
  – Chip Footprint: 14100 um2
  – Core region area: 13200 um2
  – Std cell rows: 42
  – Die x size: 119 um
  – Boundary Pins: 100

Power
  – PnR Total Power: 0.00227 W
  – Leakage component of the power: 3.07 nW
  – Total power per unit cell area: 273 nW/um2
  – VDD IR max: 0.000171 V

Placed design
  – Cell Count Post-Placement: 806
  – Final weighted congestion in routability-driven placement: 0.882
  – Count of buffers inserted at the top-level ports: 69
  – Half-perimeter wire length after detailed placement: 11000 um
  – Placement-stage cell area: 7830 um2

Run status
  – Result of the run: finished clean

Flow run
  – Total tool warning count: 57
  – Max-cap violation count: 0
[report_power, final]
| part | internal, W | switching [W] |
|---|---|---|
| logic | 0.000136 | 0.000127 |
| clock network | 0.000522 | 0.000356 |
| registers | 0.00110 | 0.0000309 |
[tightest hold or removal path, delay by kind of cell, from the launching register on]
family,cells,cell delay (ps)
flops,1,310
simple gates,2,90
[per-stage QoR]
stage | setup slack (ps) | util (%) | hold WS, ps
floorplan | 1090 | - | 423
global placement | 1420 | 59.1 | 438
detailed placement | 1430 | 59.1 | 442
CTS | 1410 | 62.8 | 450
global route | 1300 | 62.8 | 484
finish | 1440 | 62.8 | 446
[placed cells by master (no fill, tap or decap), drive strengths merged, types with 6 or more instances in the layout]
cell type / Yosys / layout
edfxtp: 128 / 128
nor2: 82 / 82
clkdlybuf4s50: 0 / 67
nand2: 43 / 43
mux4: 32 / 32
nand3: 30 / 30
conb: 1 / 28
nor3: 24 / 24
clkbuf: 31 / 22
buf: 6 / 21
a21oi: 20 / 20
xor2: 19 / 19
nor4: 18 / 18
and2: 14 / 14
and3: 12 / 12
a221oi: 9 / 9
inv: 8 / 8
xnor2: 8 / 8
clkinv: 0 / 7
or4: 6 / 6
or3: 6 / 6
or2: 6 / 6
o21ai: 6 / 6
[sequential cells by signal, indices dropped and copies added (netlist names)]
signal / cells
mem: 128
_IRQ: 1
state: 4
[layout make-up]
| type | instances | area, um2 |
|---|---|---|
| Clock inverter | 8 | 37.5 |
| Tap cell | 176 | 220 |
| Inverter | 8 | 30.0 |
| Clock buffer | 22 | 444 |
| Sequential cell | 133 | 3940 |
| Timing Repair Buffer | 88 | 823 |
| Fill cell | 1061 | 4930 |
| Multi-Input combinational cell | 401 | 2810 |
[worst min path at each step]
| stage | startpoint | slack, ps | depth (start not counted) | to |
|---|---|---|---|---|
| global route | state[3] | 480 | 2 | state[3] |
| CTS | state[3] | 450 | 2 | state[3] |
| finish | state[3] | 450 | 2 | state[3] |
[cells by family (layout without fill, tap and decap cells)]
family / Yosys count / after routing
compound gates: 58 / 58
simple gates: 253 / 253
other cells: 1 / 28
flops: 133 / 133
mux: 33 / 33
xor+xnor: 27 / 27
buf+inv: 45 / 126
fa+ha+maj: 2 / 2
[per-layer routing]
layer  track usage [%]  wire length (um)  vias up
met5                 0                 0        -
met4              5.54               355        0
met3              15.0              2010       28
met2              43.5              8590      278
met1              44.1              7110     2421
li1                  -                 -     2274
No activity file was given, so power comes from the tool's default toggle rates.
